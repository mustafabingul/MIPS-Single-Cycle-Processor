===== design.v =====
module mux_32bit(Out,Input0,Input1,Select);
input [31:0] Input0,Input1;
output reg [31:0] Out;
input Select;
always@(*)begin
if(Select == 1'b0) begin
 Out=Input0;
end
else if(Select == 1'b1)begin
 Out=Input1;
end
end
endmodule

===== run.sh =====
#!/bin/bash
# OpenROAD 26Q1-2900-gdf79404cd8, Yosys 0.63+post, stock flow scripts
make -C /OpenROAD-flow-scripts/flow DESIGN_CONFIG=/design/flow/config.mk WORK_HOME=/design/flow/orfs finish

===== config.mk =====
export PLATFORM = sky130hd
export DESIGN_NAME = mux_32bit
export DESIGN_NICKNAME = mux_32bit
export VERILOG_FILES = /design/flow/design.v
export SDC_FILE = /design/flow/constraint.sdc
export NUM_CORES = 4
export LEC_CHECK = 1
export CORE_AREA = 10 10 70 70
export DIE_AREA = 0 0 80 80

===== constraint.sdc =====
current_design mux_32bit

set clk_period 1.0
set clk_io_pct 0.2

create_clock -name clk0 -period $clk_period

set non_clock_inputs [all_inputs -no_clocks]
set_input_delay [expr $clk_period * $clk_io_pct] -clock clk0 $non_clock_inputs
set_output_delay [expr $clk_period * $clk_io_pct] -clock clk0 [all_outputs]

==> flow_summary.toml <==
# synthesis and place-and-route metrics
[status]
status = "complete, but fails checks"
violations = "setup timing"

[logic_synthesis]
syn_area_per_cell_um2 = 15.1
synth_seq_share_pct = 0
syn-instance-count = 36
yosys.area.top_type = "mux2_4"
synth_cell_type_count = 4
yosys_warnings = 1
syn-cell-area_um2 = 544
area_leaders = "mux2_4 (83%), buf_12 (11%), mux2_2 (4.1%), buf_6 (2.1%)"
yosys.area_share.simple_pct = 0
ys_cells = 36
topCombFamilyByArea = "multiplexers"
mux_share_pct = 86.9
synthXorXnorAreaFrac_pct = 0
ys_sh_aoi_pct = 0
ys_area_um2 = 544
adder_share_pct = 0
synth_top_area_share_pct = 82.8

[cells_and_area]
area_growth_pct = 212
ff_count = 0
final.clkbuf_count = 0
flop_area_um2 = 0
drive_gt1_share_pct = 56.2
logic_area_um2 = 480
nFillCells = 327

[timing]
fin_setup_tns_ns = -5.03
max_freq_mhz = 851
worstMarginPinSlew_ns = 0.0611
setup_viol = 32
worst_slack_ns = -0.175
finalMaxSlewViolations = 0
rsz0062_at_grt = "yes"
worst_slew_margin_rel_pct = 95.9
final.min_clock_period_ns = 1.18
fin_crit_sh_pct = 118
hold_viol = 0

[power]
p_total_uw = 660
pwr_density_cell_mw_per_mm2 = 389
leakagePower_uw = 0.000990
vdd_drop_max_mv = 0.173

[global_route]
grt_pass1_wl_mm = 4.15
grt_pass1_vias = 824
grt_max_degree = 8
antenna_found_initial = 0
grt_usage_pct = 7.87
grt_overflow = 0

[route]
vias = 730
viasPerCell = 3.80
drc = 0
firstDrtPassIters = 2
wl_mm = 2.85
diodes = 0
antenna_left = 0
drtIter0Drc = 4
wire_per_inst_um = 14.8

[placement]
dp_hpwl_mm = 2.40
place_congestion = 0.760
portBuffers = 97

[die]
pin_count = 97
floorplan.core_util_pct = 15.9
fp.dieW_um = 80
fp.coreArea_mm2 = 0.00342
num_rows = 21
die_y_um = 80
chip_area_mm2 = 0.00640

[worst_hold_path]
hold_start = "Input0[24]"
hold_class = "in -> out"
worstHoldEndpoint = "Out[24]"
whs_path_depth = 3

[setup_path]
end_kind = "primary output"
start_kind = "input pin"
critPathKind = "in -> out"
worstPathMaxFanout = 7
critPathRequiredTime_ns = 0.80
cp.arrival_ns = 0.98

[flow_run]
max_cap_violations = 0
warnings = 34

[clocking]
holdBufCountCts = 0
[critical path, cell delays in order]
cell	delay [ns]
buf_12	0.11
buf_12	0.13
buf_8	0.12
mux2_4	0.30
buf_6	0.11
[Yosys cell counts]
library cell,n
mux2_4,30
mux2_2,2
buf_6,1
buf_12,3
[per-layer routing]
metal	up-vias	share of wire (%)	wire, µm	global-route usage (%)
met2	51	49	1390	14.3
li1	362	-	-	-
met3	0	11	313	3.07
met5	-	0	0	0
met1	317	40	1140	8.97
met4	0	0	0	0
[area by class of cell]
| cell class | count | area share (%) |
|---|---|---|
| repair buffers | 114 | 68.3 |
| multi-input cells | 32 | 28.3 |
| well taps | 46 | 3.39 |
[worst max-delay path by stage]
stage | from | cells past startpoint | end | slack (ns)
CTS | Select | 5 | Out[0] | -0.18
global route | Select | 5 | Out[31] | -0.19
finish | Select | 5 | Out[31] | -0.18
[placed cells by master, fill, tap and decap left out, drive strengths merged]
| cell type | instances |
|---|---|
| buf | 50 |
| dlymetal6s2s | 14 |
| clkdlybuf4s50 | 10 |
| dlygate4sd2 | 40 |
| mux2 | 32 |
[per-stage QoR]
| stage | util (%) | std cells | cell area, µm² | setup slack (ns) | hold WS [ns] |
|---|---|---|---|---|---|
| 2_1_floorplan | - | 36 | 544 | 0.0669 | 0.498 |
| 3_3_place_gp | 45.0 | 177 | 1540 | -0.492 | 1.33 |
| 4_1_cts | 47.0 | 192 | 1610 | -0.178 | 0.800 |
| 5_1_grt | 49.7 | 192 | 1700 | -0.194 | 0.714 |
| 3_5_place_dp | 45.0 | 177 | 1540 | -0.497 | 1.33 |
| 6_report | 49.7 | 192 | 1700 | -0.175 | 0.694 |
[kinds of logic after synthesis]
kind of cell,after synthesis
muxes,32
buffers and inverters,4
[where the power goes]
group,switching (µW),internal [µW]
combinational,141,519
sequential,0,0
clock,0,0
total,141,519
[repair_timing]
item / 4_1_cts / 5_1_grt
gates cloned: 1 / 0
buffers inserted: 14 / 0
resized: 170 / 23
pin swaps: 0 / 0
setup endpoints to repair: 32 / 32
endpoints found under the hold margin: 0 / 0
Power figures rest on the tool's default switching activity, not on a simulated workload.
