==> flow/design.v <==
module control(
OP_code,
FUNC_code,
signal_Branch,
ALU_op,
RegWrite,
ALUSrc,
RegDest,
MemtoReg,
MemRead,
MemWrite,
Jump);
input [5:0]OP_code,FUNC_code;
output [3:0] ALU_op;
output RegWrite,ALUSrc,RegDest,MemtoReg,MemRead,MemWrite,Jump,signal_Branch;
reg [3:0]tmp_ALUop;
assign RegWrite = (OP_code != 6'b101011)&& 	
						(OP_code != 6'b101000)&&	
						(OP_code != 6'b000100)&&	
						(OP_code != 6'b000101)&&	
						(OP_code != 6'b000010)&&	
						(!((OP_code==6'd0) &&  (FUNC_code==6'b001000)));	 
assign ALUSrc = (OP_code!=6'b000000)&&
					 (OP_code!=6'b000100)&&
					 (OP_code!=6'b000101);
assign RegDest = (OP_code==6'b000000);
assign MemtoReg = (OP_code==6'b100011)||	
						(OP_code==6'b100000);	 
assign MemRead = (OP_code==6'b100011)||	
						(OP_code==6'b100000);	 
assign MemWrite = (OP_code==6'b101011)|| 	
						(OP_code==6'b101000); 	 
assign signal_Branch = (OP_code == 6'b000100)||	
					 (OP_code == 6'b000101);		 
assign Jump = (OP_code==6'b000010)||
				  (OP_code==6'b000011);				 
always @(*) begin
if((OP_code==6'b0 && FUNC_code==6'b100000)|| 
	(OP_code==6'b001000)||		
	(OP_code == 6'b101011)||
	(OP_code==6'b100011)||(OP_code==6'b001001))	 
	tmp_ALUop=4'b0000; 
else if((OP_code==6'b0 && FUNC_code==6'b100100)||	
		  (OP_code==6'b001100))		 
	tmp_ALUop=4'b0001; 
else if((OP_code==6'b0 && FUNC_code==6'b100101)||
			(OP_code==6'b001101))	 
	tmp_ALUop=4'b0010; 
else if((OP_code==6'b0 && FUNC_code==6'b0)) 
	tmp_ALUop=4'b0011; 
else if((OP_code==6'b0 && FUNC_code==6'b000010)) 
	tmp_ALUop=4'b0100; 
else if((OP_code==6'b0 && FUNC_code==6'b101010)||
		  (OP_code==6'b001010)||(OP_code==6'b001011)) 
	tmp_ALUop=4'b0101; 
else if((OP_code==6'b0 && FUNC_code==6'b100010)||
		  (OP_code==6'b0 && FUNC_code==6'b100011)) 
	tmp_ALUop=4'b0110; 
else if(OP_code==6'b000101) 
	tmp_ALUop=4'b1000; 
else if(OP_code==6'b000100) 
	tmp_ALUop=4'b1001; 
else if(FUNC_code==6'b100111) 
	tmp_ALUop=4'b1010; 
else if((OP_code==6'b0 && FUNC_code==6'b100110)||
		  (OP_code==6'b001110)) 
	tmp_ALUop=4'b1011; 
end
assign ALU_op=tmp_ALUop;
endmodule
==> flow/run.sh <==
#!/bin/bash
# OpenROAD 26Q1-2900-gdf79404cd8, Yosys 0.63+post, stock flow scripts
make -C /OpenROAD-flow-scripts/flow DESIGN_CONFIG=/design/flow/config.mk WORK_HOME=/design/flow/orfs finish
==> flow/config.mk <==
export PLATFORM = sky130hd
export DESIGN_NAME = control
export DESIGN_NICKNAME = control
export VERILOG_FILES = /design/flow/design.v
export SDC_FILE = /design/flow/constraint.sdc
export NUM_CORES = 4
export LEC_CHECK = 1
export CORE_AREA = 10 10 70 70
export DIE_AREA = 0 0 80 80
==> flow/constraint.sdc <==
current_design control

set clk_period 2.8
set clk_io_pct 0.2

create_clock -name clk0 -period $clk_period

set non_clock_inputs [all_inputs -no_clocks]
set_input_delay [expr $clk_period * $clk_io_pct] -clock clk0 $non_clock_inputs
set_output_delay [expr $clk_period * $clk_io_pct] -clock clk0 [all_outputs]
==> run notes <==
Entry: Yosys synthesis followed by OpenROAD place and route.

Final layout:
- The run gives the number of flip-flops in the largest register as 4.
- For this run, the share of the core covered by cells in the final layout is 0.2963.
- The run puts the layout cell share with drive strength beyond 1 at 0.2957.
- The run gives the layout-stage area growth over the synthesis result as 89.46%.

Power:
- The run gives the maximum vdd ir drop as 0.04475 mV.
- The final power report lists total power as 0.0001067 W.
- The run gives the power share of the sequential group as 0.063.
- The run gives the leakage power total as 0.4180 nW.
- The share of total power dissipated in combinational logic is 0.937.
- In the power breakdown, the internal column shows 0.00006516 W.
- The run gives the clock share of power as 0.
- The run puts the switching power at 0.00004150 W.
- Power spread over the standard cell area amounts to 105.4 mW/mm2.
- The run gives the switching share of power as 0.3890.

Hold path:
- The run gives the endpoint of the worst hold path as RegWrite.
- STA lists the startpoint of the worst hold path as OP_code[5].
- The worst hold path passes through 5 cells.
- The worst hold path belongs to the class in -> out.

Detailed routing:
- The run gives the DRC violation count after routing as 0.
- Per the detail_route report, vias per standard cell equal 4.441.
- 0 antenna diodes ended up in the layout.
- The run puts the routed wire length at 1.946 mm.
- The run puts the routed via count at 715.
- The run gives the violation count after the first detailed-routing iteration as 40.
- The run puts the detailed-routing iteration count for the pre-antenna-repair pass at 4.
- The run gives the average routed wire per standard cell as 12.09 um.
- In this run the remaining antenna-violating nets after routing total 0.

Floorplan:
- The run puts the starting density of the core at 0.1564.
- The region available for standard cell placement spans 0.003416 mm2.
- The run puts the top-level port count at 24.
- The run gives the overall die width as 80 um.
- The run puts the total die size at 0.006400 mm2.
- From bottom edge to top edge, the die measures 80 um.
- The report lists the number of standard-cell rows as 21.

GRT:
- Across every metal layer, demand over resource in global routing totals 0.06012.
- The run gives the first-pass GRT wire length as 3.270 mm.
- The run puts the met1 usage at 0.08339.
- The run gives the pin count of the biggest net entering global routing as 10.
- The via count of the first global-routing pass came to 724.
- After global routing, the most crowded layer is met2.
- The run gives the met3 global-route usage as 0.006818.
- The initial antenna violation count was 0.
- The run puts the overall overflow remaining after global route at 0.
- The run gives the global routing met2 resource utilization as 0.1027.

Synthesis:
- The run puts the share of flip-flops with an asynchronous set or reset after synthesis at 0.
- A synthesized cell averages 7.525 um2.
- The area recorded from the Yosys report for this design is 534.3 um2.
- For this run, the number of Yosys warnings is 1.
- Per the synthesis report, the dominant area consumer among library cells is sky130_fd_sc_hd__dlxtn_1.
- The run gives the commonest register cell after synthesis as sky130_fd_sc_hd__dlxtn_1.
- The run puts the cell area after synthesis at 534.3 um2.
- The run gives the number of unique standard cell types used by synthesis as 35.
- The main area contributors are sky130_fd_sc_hd__dlxtn_1 (11%), sky130_fd_sc_hd__nor4_1 (5.9%), sky130_fd_sc_hd__and3b_1 (4.9%).
- The run puts the proportion of netlist area held by the largest area contributor at 0.1124.
- For reference, the top cells by count after synthesis are sky130_fd_sc_hd__nand3_1 (5), sky130_fd_sc_hd__nor4_1 (5).
- The synthesis stat section lists a flop and latch total of 4.
- The run gives the post-synthesis instance total as 71.
- The run gives the number of flops mapped to enable cells by yosys as 0.
- The run gives the total cells reported by yosys after synthesis as 71.

Worst setup path:
- Looking at the critical path, the single cell with the biggest stage delay is sky130_fd_sc_hd__clkdlybuf4s50_1.
- The run gives the longest individual stage delay on the worst path as 0.49 ns.
- According to the timing report, the data required time at the worst endpoint equals 2.24 ns.
- The run puts the maximum net fanout on the critical path at 6.
- The run gives the worst setup path category as in -> out.
- The worst setup path is launched from an input port.
- The run gives the type of element capturing the critical path as an output port.
- Traced cell by cell, the critical path runs through clkdlybuf4s50_1 > buf_4 > nor4_2 > buf_4 > clkdlybuf4s50_1.
- The run gives the data arrival time of the critical path as 2.14 ns.

Place:
- The run gives the tally of buffers added on design ports as 24.
- The run puts the global placer's final weighted congestion at 0.8286.
- The run puts the estimated wirelength of the detail-placed design at 1.695 mm.

Status:
- The run finished with clean final reports.

Timing:
- The run puts the number of hold violations in the final report at 0.
- The run gives the max-slew violation count as 0.
- The run puts the final worst hold slack at 1.680 ns.
- The run gives the maximum operating frequency as 370.2 MHz.
- Setup repair after global routing left no endpoint under its margin.
- The run puts the transition time of the tightest slew-check pin at 0.5159 ns.
- The timer found 4 register pins that no clock reaches; their paths are not timed.
- 8 endpoints have no timing constraint.
- The run puts the total setup violations reported at the end of the flow at 0.
- Of the available clock period, the critical path in the final layout requires 0.9648.
- Subtracting the final worst setup slack from the clock period gives 2.701 ns.
- The run puts the relative max-transition margin at 0.6517.

Clock tree:
- Per the repair_timing log after CTS, setup buffers inserted total 0.

Run:
- The run gives the number of warnings the tools reported as 32.
- Across the run, the number of max-cap violations was 0.
power by group through the flow:
stage	combinational [W]	clock, W	sequential [W]
5_1_grt	0.000110	0	0.00000713
4_1_cts	0.0000993	0	0.00000679
6_report	0.0000999	0	0.00000673
worst max-delay path, delay by kind of cell:
family / cells / cell delay, ns
and+or+nand+nor: 1 / 0.27
buffers and inverters: 4 / 1.30
worst max path at each step:
stage	startpoint	to	slack (ns)	cells past startpoint
final	OP_code[2]	MemtoReg	0.1	5
after global routing	OP_code[2]	MemRead	0.006	5
after CTS	OP_code[0]	MemtoReg	0.005	7
kinds of logic (layout without fill, tap and decap cells):
group	Yosys count	in the layout	synth area share
and+or+nand+nor	45	45	0.5808
AOI/OAI and AO/OA	15	15	0.2108
buffers and inverters	5	49	0.06323
latches	4	4	0.1124
xor gates and xnor gates	2	2	0.03279
metrics by stage:
stage / TNS, ns / cell area, um2 / setup WS [ns] / instances
after floorplan: 0 / 534.3 / 0.7920 / 71
after global placement: -0.02839 / 985.9 / -0.01946 / 161
after detailed placement: -0.04808 / 985.9 / -0.03000 / 161
after CTS: 0 / 991.0 / 0.005318 / 161
after global routing: 0 / 1012 / 0.005800 / 161
final: 0 / 1012 / 0.09862 / 161
area by class of cell:
type | count | area (um2)
repair buffers | 49 | 440.4
multi-input cells | 62 | 454.2
flip-flops and latches | 4 | 60.06
fillers | 372 | 2404
well taps | 46 | 57.56
metal layers:
metal | vias to the layer above | wire [um] | share of wire
li1 | 374 | - | -
met1 | 314 | 931 | 0.48
met2 | 27 | 875 | 0.45
met3 | 0 | 139 | 0.071
met4 | 0 | 0 | 0
met5 | - | 0 | 0
cells in the final DEF, fill, tap and decap left out, drive strengths merged, types with 3 or more instances in the layout:
| cell | Yosys | layout |
|---|---|---|
| nor3 | 5 | 5 |
| nand2 | 3 | 3 |
| dlymetal6s2s | 0 | 4 |
| nand3 | 5 | 5 |
| o21ai | 4 | 4 |
| buf | 5 | 25 |
| nor2 | 4 | 4 |
| and3b | 3 | 3 |
| clkdlybuf4s50 | 0 | 19 |
| dlxtn | 4 | 4 |
| nor4 | 6 | 6 |
timing repair:
item / in CTS / in global routing
cloned: 0 / 0
endpoints found under the setup margin: 3 / 3
hold buffers: 0 / 0
pin swaps: 1 / 1
hold endpoints to repair: 0 / 0
gates resized: 2 / 6
Power is estimated from default activity; no workload was simulated.
